<file path="config.mk">
export PLATFORM = sky130hd
export DESIGN_NAME = Q4_C
export DESIGN_NICKNAME = Q4_C
export VERILOG_FILES = /design/flow/design.v
export SDC_FILE = /design/flow/constraint.sdc
export NUM_CORES = 4
export LEC_CHECK = 1
export CORE_AREA = 10 10 70 70
export DIE_AREA = 0 0 80 80
</file>
<file path="constraint.sdc">
current_design Q4_C

set clk_period 1.6
set clk_io_pct 0.2

create_clock -name clk0 -period $clk_period [get_ports {clk}]

set non_clock_inputs [all_inputs -no_clocks]
set_input_delay [expr $clk_period * $clk_io_pct] -clock clk0 $non_clock_inputs
set_output_delay [expr $clk_period * $clk_io_pct] -clock clk0 [all_outputs]
</file>
<file path="design.v">
`timescale 1ns / 1ps
module Q4_A(  
	input clk, reset, left, right, loadParallel, shiftIn,
	input [3:0] data,
	output reg shiftOut
    );
reg [3:0] tmp;
always @(posedge clk)
begin
	if (reset)
		tmp <= 4'b0000;
	else if (loadParallel)
		tmp <= data;
	else if (left)
	begin
		shiftOut <= tmp[3];
		tmp <= {tmp[2:0] , shiftIn};
	end
	else if (right)
	begin
		shiftOut <= tmp[0];
		tmp <= {shiftIn, tmp[3:1]};
	end
end
endmodule
module Q4_B(  
	input clk, reset, left, right, loadParallel, shiftIn,
	input [3:0] data,
	output reg shiftOut
    );
reg [3:0] tmp;
always @(posedge clk)
begin
	if (reset)
		tmp <= 4'b0000;
	else if (loadParallel)
		tmp <= data;
	else if (right)
	begin
		shiftOut <= tmp[0];
		tmp <= {shiftIn, tmp[3:1]};
	end
	else if (left)
	begin
		shiftOut <= tmp[3];
		tmp <= {tmp[2:0] , shiftIn};
	end
end
endmodule
module Q4_C (  
	input clk, reset, left, right, loadParallel, shiftIn,
	input [3:0] data,
	output reg shiftOut
    );
reg [3:0] tmp;
always @(posedge clk)
begin
	if (reset)
		tmp <= 4'b0000;
	else if (loadParallel)
		tmp <= data;
	else if (right && left)
		;
	else if (right)
	begin
		shiftOut <= tmp[0];
		tmp <= {shiftIn, tmp[3:1]};
	end
	else if (left)
	begin
		shiftOut <= tmp[3];
		tmp <= {tmp[2:0] , shiftIn};
	end
end
endmodule
</file>
<file path="run.sh">
#!/bin/bash
# OpenROAD 26Q1-2900-gdf79404cd8, Yosys 0.63+post, stock flow scripts
make -C /OpenROAD-flow-scripts/flow DESIGN_CONFIG=/design/flow/config.mk WORK_HOME=/design/flow/orfs finish
</file>
==> out/qor.csv <==
stage,metric,value,unit
critical_path,length_in_cells_of_the_worst_reg_to_reg_path,3,
min_path,hold_start,tmp[1],
place,place.port_buffers,10,
floorplanning,ioPinCount,11,
timing,final.hold.worst_slack,589,ps
timing,max_clock_freq,740,MHz
logic_synthesis,yosys-dominant-comb-family,AND-OR/OR-AND gates,
pwr,total_power,0.387,mW
critical_path,setup.worst_path.class,in -> reg,
global_route,pin_count_of_the_biggest_net_entering_global_routing,10,
timing,hold_violations,0,
floorplanning,chipArea,6400,µm²
global_route,grt_util_all_layers,2.70,%
cells_and_area,final_layout_top_logic_cell,clkdlybuf4s50_1,
cells_and_area,instances_no_fill,89,
routing,antenna_cells_inserted,0,
pwr,ir_drop,0.167,mV
logic_synthesis,ys_sh_mux,14.3,%
routing,route.vias.total,295,
routing,drt_first_pass_iters,4,
critical_path,r2r-end,tmp[0],
pwr,powerDensity,717,nW/µm²
min_path,min_delay_path_depth,2,
logic_synthesis,adder_share,0,%
job,cap_viol_max_count,0,
floorplanning,die_width,80,µm
global_route,grt_overflow,0,
min_path,worst_hold_path.endpoint,tmp[0],
logic_synthesis,synth_cell_area,359,µm²
critical_path,setup.worst_path.end_class,flip-flop,
routing,drt_wl_total,846,µm
timing,worst_clock_skew,5.01,ps
clock_tree,cts_root_buf,clkbuf_4,
place,gp_routability_congestion,0.779,
clock_tree,cts_tree,yes,
logic_synthesis,yosysWarningCount,1,
critical_path,crit_fanout,9,
routing,routedWlPerCell,9.51,µm
clock_tree,cts-root-to-sink-buffers,2,
timing,period_used_share,84.5,%
global_route,grt_pass1_wl,1350,µm
logic_synthesis,syn_inst,28,
routing,postRouteAntennaNets,0,
floorplanning,chipHeight,80,µm
logic_synthesis,ys_chip_area,359,µm²
logic_synthesis,number_of_synthesized_register_bits,5,
critical_path,required,1550,ps
logic_synthesis,synth-xor-area-share,7.67,%
critical_path,startpoint_type_of_the_worst_setup_path,input pin,
critical_path,worst_r2r_startpoint,tmp[0],
global_route,antenna_found_initial,0,
timing,worstMarginPinSlew,356,ps
cells_and_area,fin_util,15.8,%
clock_tree,clk_pin_slew,50,ps
job,warnings,25,
global_route,grt_pass1_vias,304,
clock_tree,postCtsSetupRepairBufs,0,
cells_and_area,syn2layout_area_growth,50.2,%
floorplanning,rows,21,
logic_synthesis,average_footprint_of_a_synthesized_cell,12.8,µm²
timing,final-max-slew-violation-count,0,
clock_tree,cts_resized,0,
status,run_status,"complete, no violations",
timing,setup-violations-final,0,
pwr,total_leakage_power,0.193,nW
min_path,hold_class,reg -> reg,
routing,drt-initial-drc-count,25,
timing,slew_headroom,76.3,%
logic_synthesis,synth_compound_gate_area_share,26.5,%
timing,clock_period_minus_worst_slack,1350,ps
clock_tree,h-tree-depth,1,
clock_tree,tritoncts.num_buffers,3,
critical_path,setup_slack_on_the_worst_flop_to_flop_path,720,ps
place,dp_cells,85,
cells_and_area,drive_gt1_share,30.2,%
logic_synthesis,synthDistinctLibCells,11,
logic_synthesis,synth-simple-area-share,11.5,%
floorplanning,initial_core_utilization,10.5,%
place,place_hpwl,687,µm
logic_synthesis,seq_area_frac_synth,30.7,%
routing,via_per_inst,3.31,
critical_path,worst_ep_arrival_time,1300,ps
clock_tree,cts_hold_buf,0,
logic_synthesis,yosys_cell_count,28,
clock_tree,clk-insertion-delay-late,250,ps
clock_tree,clock_sinks,5,
timing,grt_setup_unrepaired,false,
routing,drc,0,
floorplanning,core_area,3420,µm²
## state kept, by name (all words and copies together), names as in the netlist
name      flops
shiftOut      1
tmp           4
## synth_stat cells
master    instances  area (µm²)
buf_6             3        33.8
nor3_1            1        5.00
edfxtp_1          1        30.0
xnor2_4           1        27.5
nor2b_1           1        6.26
a22oi_1           4        30.0
mux2_2            1        11.3
o41ai_2           4        65.1
nor3b_1           4        30.0
dfxtp_1           4        80.1
mux2i_1           4        40.0
## metal layers
metal  share of wire, %  vias up  track usage (%)  wire length, µm
met5                  0        -                0                0
met4                  0        0            0.352                0
met3                 10        0             2.05               86
met2                 47        9             4.25              397
met1                 43      142             2.89              362
li1                   -      144                -                -
## critical path: stages
cell and delay [ps]:
clkdlybuf4s50_1 530, xnor2_4 260, nor3_1 190
## power breakdown
part	switching, mW	internal (mW)	leakage [nW]
Clock	0.0569	0.0946	0.0150
Combinational	0.0386	0.0525	0.136
Sequential	0.00592	0.138	0.0422
Total	0.101	0.285	0.193
## kinds of logic after synthesis
| family | Yosys count |
|---|---|
| xor gates and xnor gates | 1 |
| AOI/OAI and AO/OA | 8 |
| buffers and inverters | 3 |
| and+or+nand+nor | 6 |
| muxes | 5 |
| DFF | 5 |
## worst max path at each step
stage / start / to / slack (ps) / depth (start not counted)
4_1_cts: shiftOut / shiftOut / 240 / 1
5_1_grt: right / tmp[0] / 210 / 4
6_report: right / shiftOut / 250 / 3
## cell type report
class	count	area, µm²
repair buffers	14	130
well taps	46	57.6
clock buffers	4	26.3
multi-input cells	20	215
fillers	390	2880
flip-flops and latches	5	110
## per-stage QoR
stage	setup TNS [ps]	area [µm²]	worst slack, ps
final	0	539	248
after global routing	0	539	210
after CTS	0	539	242
after detailed placement	-8.11	513	-8.11
after global placement	0	513	19.9
after floorplan	0	359	516
Power is estimated from default activity; no workload was simulated.
