$ cat design/flow/config.mk
export PLATFORM = sky130hd
export DESIGN_NAME = Q4
export DESIGN_NICKNAME = Q4
export VERILOG_FILES = /design/flow/design.v
export SDC_FILE = /design/flow/constraint.sdc
export NUM_CORES = 4
export LEC_CHECK = 1
export CORE_AREA = 10 10 70 70
export DIE_AREA = 0 0 80 80
$ cat design/flow/constraint.sdc
current_design Q4

set clk_period 1.9
set clk_io_pct 0.2

create_clock -name clk0 -period $clk_period [get_ports {clk}]

set non_clock_inputs [all_inputs -no_clocks]
set_input_delay [expr $clk_period * $clk_io_pct] -clock clk0 $non_clock_inputs
set_output_delay [expr $clk_period * $clk_io_pct] -clock clk0 [all_outputs]
$ cat design/flow/design.v
`timescale 1ns / 1ps
module Q4(
	input start,clk,
	input [3:0] NumberIn,
	output reg [7:0] Count,
	output reg overflow
    );
initial begin
	overflow <= 1'b1;
end
wire or_result;
or (or_result, NumberIn[0], ~NumberIn[1], NumberIn[2], ~NumberIn[3]);
wire [8:0] add_value;  
assign add_value = Count + {8'h0, or_result};
wire cout;
assign cout = add_value[8];
reg mux_out_b;
always @(start, overflow, cout)
begin
	case({start,overflow})
			2'b00 : mux_out_b = cout;
			2'b01 : mux_out_b = 1'b1;
			2'b10 : mux_out_b = 1'b0;
			2'b11 : mux_out_b = 1'b0;
	endcase
end
reg [7:0] mux_out_u;
always @(start,add_value[7:0])
begin
	case(start)
			1'b0 : mux_out_u = 8'b0000_0000;
			1'b1 : mux_out_u = add_value[7:0];
	endcase
end
always @(posedge clk)
begin
	Count <= mux_out_u;
end
always @(posedge clk)
begin
	overflow <= mux_out_b;
end
endmodule
$ cat design/flow/run.sh
#!/bin/bash
# OpenROAD 26Q1-2900-gdf79404cd8, Yosys 0.63+post, stock flow scripts
make -C /OpenROAD-flow-scripts/flow DESIGN_CONFIG=/design/flow/config.mk WORK_HOME=/design/flow/orfs finish
==> run notes <==
Notes on the physical design

The wire length of the first global-routing pass is 1.46 mm. After routing the design area is 626 sq um. For this design the static power due to leakage is 0.000208 uW.

The post-cts repair resize count is 0. The area growth from synthesis to layout is 58.7%. The number of input and output port buffers inserted is 14.

In the layout the commonest cells are 14 x clkdlybuf4s50_1, 9 x dfxtp_1, 5 x and2_1. The most frequent standard cell in the layout excluding fill and tap cells is clkdlybuf4s50_1. The horizontal die dimension is 80 um. The minimum hold slack is 0.490 ns.

The clock tree from TritonCTS is yes. The layout summary lists the proportion of cells stronger than drive strength 1 as 0.102. Once synthesis finished, the tally of register bits stood at 9. In this run the vertical extent of the chip is 80 um. Summing over every cut layer, the via total after detailed routing is 334. The remaining design rule violation count is 0.

The cell family with the largest share of critical-path delay is simple AND/OR/NAND/NOR gates. The category of the critical setup timing path is in -> reg. After detailed routing, the total wire length is 944 um. The count of warnings emitted by yosys is 1. The cell count in the Yosys report is 40. The worst setup path is launched from an input port. For this block, the initial DRC count from the detailed router was 9. Prior to clock tree synthesis, the placed netlist has a worst setup slack of -0.0721 ns.

Counting every instance in the synthesized netlist gives 40. The cell chosen for the clock root is clkbuf_4. The total antenna diodes in the routed design is 0. The clock drives 9 sinks. The top achievable clock speed is 591 MHz. The overall overflow remaining after global route is 0. The number of global-route vias before repair is 321. The post-detailed-route wirelength per cell is 8.99 um. The first detailed-routing pass ran for 3 iterations. After floorplanning, the core was divided into 21 placement rows. The final setup skew is 0.00121 ns. The cell type with the highest occurrence count on the critical path is ha_1.

The worst hold-check path type is reg -> reg. Power comes to 392 uW. Entering global routing, the biggest net connects 11 pins.

The transition time of the tightest slew-check pin is 0.318 ns. The number of hold-slack violations in the final timing report is 0. Counting I/O delays and the setup requirement, the final critical path takes 1.69 ns. The H-tree depth reported by CTS is 1. In this run, CTS created clock tree buffers numbering 3. 15 I/O pins were placed.

The all-layer global routing usage is 0.0288. The critical-path maximum fanout is 4. The report lists the cells along the critical path as clkdlybuf4s50_1 > nand4bb_1 > ha_1 > ha_1 > nand2_1 > or3_1 > a21boi_1. Setup total negative slack on the finished layout was measured at 0 ns. The weighted congestion at the end of routability-driven global placement is 0.676. The run finished with clean final reports. The largest voltage drop on the vdd net is 0.431 mV. The largest stage delay on the critical path is 0.45 ns. For this design, the CTS-stage hold fixing added 0 buffers.

The fraction of the core area occupied by cells at floorplan is 0.115. The insertion delay of the later-clocked pin in the worst-skew pair is 0.26 ns. Post-CTS timing repair inserted 0 buffers for setup.

The final timing report gives a worst setup slack of 0.208 ns. The total area inside the core boundary comes to 0.00342 sq mm. For this run, the register share of the synthesized area comes to 0.457. The power density relative to cell area is 627 mW/mm^2.

The post-detailed-route via-to-cell ratio is 3.18. Per the synthesis report, the number of distinct cell types is 18. The area recorded from the Yosys report for this design is 394 sq um. The endpoint type of the worst setup path is a flop. Per the post-route antenna check, the number of violating nets is 0. Averaged over all synthesized cells, the footprint is 9.85 sq um. Across all checked pins, the minimum headroom to the slew limit is 0.788.

In the final report, the number of endpoints failing setup comes to 0. The critical path arrival is 1.88 ns. The warning total across the stage logs is 25. The initial antenna violation count is 0. The total die size is 0.00640 sq mm. The clock transition at the registers of the reported paths is 0.06 ns. Max-cap violations in this run came to 0. Counting both buffers and inverters, the worst setup path holds a total of 1. Setup repair after global routing left no endpoint under its margin. The final clock period utilization by the worst path is 0.890. For the worst setup path, the data required time is 2.09 ns.

The post-synthesis instance area is 394 sq um. The count of final max-slew check failures is 0. The instance area at placement is 599 sq um. The slowest library cell on the worst path is clkdlybuf4s50_1. The buffer depth of the longest clock path is 2.
## routing by layer
layer  up-vias  share of wire  GRT usage
met5         -              0          0
met4         0              0    0.00176
met3         0           0.12     0.0205
met2        14           0.34     0.0385
met1       142           0.54     0.0384
li1        178              -          -
## cells in the mapped netlist
| cell type | number | area [sq um] |
|---|---|---|
| dfxtp_1 | 9 | 180 |
| and2_1 | 5 | 31.3 |
| nand2_1 | 3 | 11.3 |
| a21boi_1 | 2 | 15.0 |
| ha_1 | 2 | 25.0 |
| inv_1 | 2 | 7.51 |
| nand3_1 | 2 | 10.0 |
| nand3_2 | 2 | 20.0 |
| o21ai_0 | 2 | 10.0 |
| or3_1 | 2 | 12.5 |
| xnor2_1 | 2 | 17.5 |
| mux2i_1 | 1 | 10.0 |
| nand2b_1 | 1 | 6.26 |
| nand4bb_1 | 1 | 11.3 |
| nor2_1 | 1 | 3.75 |
| nor3_1 | 1 | 5.00 |
| o31a_1 | 1 | 8.76 |
| xor2_1 | 1 | 8.76 |
## where the power goes
group	switching [uW]	leakage, uW	total (uW)	internal, uW
registers	7.04	0.0000731	202	195
clock network	66.4	0.0000150	147	80.9
logic	12.1	0.000120	42.7	30.6
total	85.5	0.000208	392	307
## worst min-delay path, cell delays in order, from the launching register on
cell,delay (ns)
dfxtp_1,0.33
nand2_1,0.06
mux2i_1,0.06
## stage by stage
stage | cells | util
after CTS | 105 | 0.183
after global placement | 101 | 0.175
after detailed placement | 101 | 0.175
after floorplan | 40 | -
after global routing | 105 | 0.183
final | 105 | 0.183
## final cells by class
class | instances | area [sq um]
Inverter | 2 | 7.51
Timing Repair Buffer | 15 | 148
Multi-Input combinational cell | 29 | 206
Sequential cell | 9 | 180
Fill cell | 391 | 2790
Tap cell | 46 | 57.6
Clock buffer | 4 | 26.3
## flip-flops by register name, indices dropped and copies added, names as in the netlist
register,flops
Count,8
overflow,1
## kinds of logic (layout without fill, tap and decap cells)
| logic type | Yosys count | count (layout) | share of synthesized area |
|---|---|---|---|
| simple gates | 18 | 18 | 0.283 |
| xor+xnor | 3 | 3 | 0.0667 |
| buf+inv | 2 | 21 | 0.0191 |
| mux | 1 | 1 | 0.0254 |
| compound gates | 5 | 5 | 0.0857 |
| flops | 9 | 9 | 0.457 |
| fa+ha+maj | 2 | 2 | 0.0635 |
## final timing paths
| check | slack (ns) | start | cells after the start | endpoint |
|---|---|---|---|---|
| worst max-delay path | 0.21 | NumberIn[0] | 7 | Count[6]$_SDFF_PN0_ |
| worst min-delay path | 0.49 | Count[7]$_SDFF_PN0_ | 2 | Count[7]$_SDFF_PN0_ |
| worst max register to register | 0.56 | Count[0]$_SDFF_PN0_ | 5 | Count[6]$_SDFF_PN0_ |
| worst min register to register | 0.49 | Count[7]$_SDFF_PN0_ | 2 | Count[7]$_SDFF_PN0_ |
Power figures rest on the tool's default switching activity, not on a simulated workload.
