<file path="/design/flow/config.mk">
export PLATFORM = sky130hd
export DESIGN_NAME = Q2_partB
export DESIGN_NICKNAME = Q2_partB
export VERILOG_FILES = /design/flow/design.v
export SDC_FILE = /design/flow/constraint.sdc
export NUM_CORES = 4
export LEC_CHECK = 1
export CORE_AREA = 10 10 72 72
export DIE_AREA = 0 0 82 82
</file>
<file path="/design/flow/design.v">
`timescale 1ns / 1ps
module Q2_partA(  
	input [6:0] decimalNumber,
	output reg [3:0] rightDigit, leftDigit
);
always@(*)
begin
	rightDigit <= decimalNumber % 4'b1010;
	leftDigit <= decimalNumber / 4'b1010;
end
endmodule
module sevenSegment  (  
	input [3:0] number,
	output reg [6:0] sevenSegmentPins);
always@(number)
	begin
		case (number)
			4'b0000 : sevenSegmentPins = 7'b0111111;   
			4'b0001 : sevenSegmentPins = 7'b0000110;   
			4'b0010 : sevenSegmentPins = 7'b1011011;   
			4'b0011 : sevenSegmentPins = 7'b1001111;   
			4'b0100 : sevenSegmentPins = 7'b1100110;   
			4'b0101 : sevenSegmentPins = 7'b1101101;   
			4'b0110 : sevenSegmentPins = 7'b1111101;   
			4'b0111 : sevenSegmentPins = 7'b0000111;   
			4'b1000 : sevenSegmentPins = 7'b1111111;   
			4'b1001 : sevenSegmentPins = 7'b1101111;   
		endcase
	end
endmodule
module Q2_partB(  
	input [6:0] decimalNumber,
	output [6:0] sevenSegmentRightDigit, sevenSegmentLeftDigit);
wire [3:0] leftDig, rightDig;
Q2_partA binaryBCD( .decimalNumber(decimalNumber), .rightDigit(rightDig), .leftDigit(leftDig) );  
sevenSegment SS1( .number(rightDig), .sevenSegmentPins(sevenSegmentRightDigit));  
sevenSegment SS2( .number(leftDig), .sevenSegmentPins(sevenSegmentLeftDigit));  
endmodule
module Q2(
    );
endmodule
</file>
<file path="/design/flow/constraint.sdc">
current_design Q2_partB

set clk_period 5.7
set clk_io_pct 0.2

create_clock -name clk0 -period $clk_period

set non_clock_inputs [all_inputs -no_clocks]
set_input_delay [expr $clk_period * $clk_io_pct] -clock clk0 $non_clock_inputs
set_output_delay [expr $clk_period * $clk_io_pct] -clock clk0 [all_outputs]
</file>
<file path="/design/flow/run.sh">
#!/bin/bash
# OpenROAD 26Q1-2900-gdf79404cd8, Yosys 0.63+post, stock flow scripts
make -C /OpenROAD-flow-scripts/flow DESIGN_CONFIG=/design/flow/config.mk WORK_HOME=/design/flow/orfs finish
</file>
==> reports/summary.txt <==
Status - finished clean
Routability cong. - 0.893
Initial DRC count - 64
Synth Register Bits - 14
Proportion of layout cells with a drive suffix above 1 - 0.0977
Top cells, area - dlxtn_1 (16%), buf_6 (6.1%), nand3_1 (4.3%), nand2_1 (4.1%), a211oi_2 (3.9%)
Largest net degree at the start of global routing - 29
GRT Util Overall - 0.0884
Yosys cell count - 172
Post-route ant nets - 0
Worst slew pin tran - 0.914 ns
Synthesized area - 0.00129 mm^2
Area Growth Syn to Fin - 9.04%
Global route overflow - 0
Initial antenna violation count - 0
First-pass DRT Iterations - 5
Vias in the first global route - 1,101
Dominant cell type by area after synthesis - dlxtn_1
IO Pins - 21
Detailed Route WL - 2950 um
Average cell area after synthesis - 7.49 um^2
Rows - 22
Peak VDD IR - 0.0443 mV
YS chip area - 0.00129 mm^2
Routed vias - 1,247
Port Buf Inserts - 21
# diodes - 0
Slew headroom - 0.390
Post-cts hold buffer count - 0
Main synth FF type - dlxtn_1
Die Area - 0.00672 mm^2
Register pins left without a clock - 14
Die Wd - 82 um
Synth warn - 2
CTS resizes - 0
Global-route wire length before repair - 5150 um
FP Util - 0.349
Fmax - 172 MHz
Max-cap violations - 0
Setup violations, final - 0
Endpoints left unconstrained - 28
Ys async rst share - 0
Log Warnings - 33
Drt drc - 0
Pwr Density - 96.0 mW/mm^2
Vias/cell - 5.62
Leakage - 0.000505 uW
Post-Syn Instances - 172
DR WL/cell - 13.3 um
Post-DP HPWL - 2130 um
Final Max Slew Viols - 0
RSZ-0062 raised after global routing - false
CORE AREA - 0.00369 mm^2
Setup Buffers After CTS - 0
Post-synth EDFFs - 0
Final hold vios - 0
Share of the synthesized area in the top cell type - 0.163
Die Height - 82 um
Setup tns final - 0 ns
Unique cell types - 55
-- area by class of cell --
class                           instances  area (um^2)
Fill cell                             391         2280
Inverter                                7         26.3
Multi-Input combinational cell        132          897
Sequential cell                        14          210
Tap cell                               48         60.1
Timing Repair Buffer                   21          210
-- placed cells by master (no fill, tap or decap), types with 2 or more instances in the layout --
master           instances
nor4_1                   2
a221o_1                  2
o22ai_1                  4
or3_1                    4
o31ai_1                  5
a311oi_2                 2
dlxtn_1                 14
mux2i_1                  3
a211oi_2                 4
nor2_1                  12
xnor2_1                  3
o21ai_0                  7
nand2_1                 14
o21ai_1                  6
nand2b_1                 4
a21oi_1                  7
clkdlybuf4s50_1         21
nor3_1                   6
inv_1                    5
a31oi_1                  7
nand3_1                 11
a21o_1                   2
-- through the flow --
step / power (uW) / utilization / instance area (um^2) / std cells
floorplan: 119 / - / 1290 / 172
global placement: 132 / 0.381 / 1400 / 222
detailed placement: 134 / 0.381 / 1400 / 222
CTS: 134 / 0.381 / 1400 / 222
global route: 149 / 0.381 / 1400 / 222
finish: 135 / 0.381 / 1400 / 222
-- cells in the mapped netlist (6+ instances only) --
cell type	instances
dlxtn_1	14
nand2_1	14
nor2_1	12
nand3_1	11
a21oi_1	7
a31oi_1	7
buf_6	7
o21ai_0	7
buf_2	6
nor3_1	6
o21ai_1	6
-- logic make-up after synthesis --
| family | after synthesis | share of synthesized area |
|---|---|---|
| multiplexers | 4 | 0.0321 |
| latches | 14 | 0.163 |
| buffers and inverters | 26 | 0.140 |
| adder cells (fa/ha/maj) | 1 | 0.00972 |
| XOR/XNOR | 4 | 0.0272 |
| AND/OR/NAND/NOR | 64 | 0.263 |
| AND-OR/OR-AND | 59 | 0.364 |
-- power breakdown --
group	switching [uW]	internal, uW	leakage (uW)
Clock	0	0	0
Sequential	0.678	13.0	0.000116
Combinational	72.5	48.6	0.000388
Total	73.1	61.6	0.000505
-- state kept, by name, summed over array words and instances (netlist names) --
name / count
SS1.sevenSegmentPins: 7
SS2.sevenSegmentPins: 7
-- layer usage --
metal,track usage,vias to the layer above,part of all wire
li1,-,648,-
met1,0.130,576,0.50
met5,0,-,0
met4,0,0,0
met2,0.150,23,0.46
met3,0.00330,0,0.048
Power figures rest on the tool's default switching activity, not on a simulated workload.
